[/design/flow/run.sh]
#!/bin/bash
# OpenROAD 26Q1-2900-gdf79404cd8, Yosys 0.63+post, stock flow scripts
make -C /OpenROAD-flow-scripts/flow DESIGN_CONFIG=/design/flow/config.mk WORK_HOME=/design/flow/orfs finish
[/design/flow/config.mk]
export PLATFORM = sky130hd
export DESIGN_NAME = BranchUnit
export DESIGN_NICKNAME = BranchUnit
export VERILOG_FILES = /design/flow/design.v
export SDC_FILE = /design/flow/constraint.sdc
export NUM_CORES = 4
export LEC_CHECK = 1
export CORE_AREA = 10 10 106 106
export DIE_AREA = 0 0 116 116
[/design/flow/constraint.sdc]
current_design BranchUnit

set clk_period 11.3
set clk_io_pct 0.2

create_clock -name clk0 -period $clk_period

set non_clock_inputs [all_inputs -no_clocks]
set_input_delay [expr $clk_period * $clk_io_pct] -clock clk0 $non_clock_inputs
set_output_delay [expr $clk_period * $clk_io_pct] -clock clk0 [all_outputs]
[/design/flow/design.v]
package Pipe_Buf_Reg_PKG;
  typedef struct packed {
    logic [8:0]  Curr_Pc;
    logic [31:0] Curr_Instr;
  } if_id_reg;
  typedef struct packed {
    logic        ALUSrc;
    logic [1:0]  MemtoReg;
    logic        RegWrite;
    logic        MemRead;
    logic        MemWrite;
    logic [1:0]  ALUOp;
    logic        Branch;
    logic        Jump;
    logic        JumpR;
    logic        Halt;
    logic [8:0]  Curr_Pc;
    logic [31:0] RD_One;
    logic [31:0] RD_Two;
    logic [4:0]  RS_One;
    logic [4:0]  RS_Two;
    logic [4:0]  rd;
    logic [31:0] ImmG;
    logic [2:0]  func3;
    logic [6:0]  func7;
    logic [31:0] Curr_Instr;
  } id_ex_reg;
  typedef struct packed {
    logic        RegWrite;
    logic [1:0]  MemtoReg;
    logic        MemRead;
    logic        MemWrite;
    logic [31:0] Pc_Imm;
    logic [31:0] Pc_Four;
    logic [31:0] Imm_Out;
    logic [31:0] Alu_Result;
    logic [31:0] RD_Two;
    logic [4:0]  rd;
    logic [2:0]  func3;
    logic [6:0]  func7;
    logic [31:0] Curr_Instr;
  } ex_mem_reg;
  typedef struct packed {
    logic        RegWrite;
    logic [1:0]  MemtoReg;
    logic [31:0] Pc_Imm;
    logic [31:0] Pc_Four;
    logic [31:0] Imm_Out;
    logic [31:0] Alu_Result;
    logic [31:0] MemReadData;
    logic [4:0]  rd;
    logic [31:0] Curr_Instr;
  } mem_wb_reg;
endpackage
`timescale 1ns / 1ps
module BranchUnit #(
    parameter PC_W = 9
) (
    input logic [PC_W-1:0] Cur_PC,
    input logic [31:0] Imm,
    input logic Branch,
    input logic Jump,
    input logic JumpR,
    input logic Halt,
    input logic [31:0] AluResult,
    output logic [31:0] PC_Imm,
    output logic [31:0] PC_Four,
    output logic [31:0] BrPC,
    output logic PcSel
);
  logic Branch_Sel;
  logic [31:0] PC_Full;
  assign PC_Full = {23'b0, Cur_PC};
  assign PC_Imm = PC_Full + Imm;
  assign PC_Four = PC_Full + 32'b100;
  assign Branch_Sel = Branch && AluResult[0];   
  assign BrPC = (Halt) ? PC_Full : (Branch_Sel || Jump) ? PC_Imm : (JumpR) ? {AluResult[31:1], 1'b0} : 32'b0;   
  assign PcSel = Branch_Sel || Jump || JumpR || Halt;   
endmodule
==> reports/results.tsv <==
stage	metric	value	unit
yosys	register share after synthesis	0	%
yosys	Yosys warning count	0	
yosys	post-synth area from yosys stat	0.00163	mm^2
detailed_routing	Vias per Instance	4.46	
floorplanning	die area	0.0135	mm^2
yosys	cells in synth_stat.txt	227	
layout	Area Growth Syn to Fin	94.6	%
floorplanning	die width	116	um
place	Post-DP HPWL	7350	um
timing	hold_ws	5.38	ns
setup_path	CP dominant cell by count	clkdlybuf4s50_1	
setup_path	crit path kind	in -> out	
layout	Reg area	0	um^2
layout	Logic area	0.00147	mm^2
detailed_routing	DR pass1 iterations	4	
cts	Post-CTS Hold Buffers	0	
setup_path	CP startpoint kind	primary input	
timing	RSZ-0062 raised after global routing	false	
yosys	Synth top cells by count	25 x xor2_1, 24 x a22o_1, 24 x buf_4	
yosys	post-synth top area cell	xor2_1	
global_routing	gr usage total	11.0	%
outcome	outcome	completed	
setup_path	worst-path maximum fanout	10	
floorplanning	die height	116	um
timing	Final min period	7.58	ns
place	placed cell count	477	
yosys	Max-area cell share	13.5	%
pwr	Worst VDD drop	0.00990	mV
detailed_routing	final WL	8190	um
global_routing	grt ovf	0	
job	max cap viols	0	
yosys	Cell Type Count	42	
place	dpl cell area	0.00317	mm^2
setup_path	CP cell instances	clkdlybuf4s50_1 -> ha_1 -> fa_1 -> a21o_1 -> a221o_1 -> nor2_4 -> and4b_1 -> xor2_1 -> a22o_1 -> clkdlybuf4s50_1	
global_routing	antenna violations before repair	0	
detailed_routing	ant diodes	0	
timing	final setup violation count	0	
floorplanning	FP Core Util	18.4	%
layout	Final Util	35.8	%
yosys	top-count cell post-synth	xor2_1	
timing	Tcrit/Tclk final	67.1	%
setup_path	CP bufs+invs	2	
global_routing	vias in the first global route	2115	
detailed_routing	Routed Antenna Nets	0	
layout	Fillers	941	
layout	post-route design area	0.00317	mm^2
yosys	Post-Syn Area per Cell	7.17	um^2
yosys	synth top area cells	xor2_1 13%, a22o_1 13%, buf_4 11%	
layout	layout cell share with drive strength beyond 1	4.07	%
pwr	leak pwr	1.28	nW
setup_path	Crit path required time	9.04	ns
setup_path	CP arrival	5.32	ns
timing	Final Hold Violation Tally	0	
cts	CTS resizes	0	
place	routability-driven placement congestion ratio	0.844	
detailed_routing	via count	2126	
pwr	Cell Pwr Density	42.0	mW/mm^2
timing	Final WS setup	3.72	ns
setup_path	Crit. Startpoint	Cur_PC[0]	
timing	Max Slew Vio Count	0	
layout	CLK BUF	0	
place	IO buf count	152	
setup_path	slowest CP cell	clkdlybuf4s50_1	
floorplanning	I/O pin total	174	
timing	Achievable Freq	132	MHz
cts	setup bufs post-CTS	0	
detailed_routing	routed len/inst	17.2	um
detailed_routing	DRC errors left	0	
detailed_routing	initial DRC count	98	
setup_path	slowest stage delay, CP	0.48	ns
timing	Fin Setup TNS	0	ns
setup_path	Worst path top cell family by delay	buffers and inverters	
floorplanning	Core Footprint	0.00885	mm^2
job	tool warnings	32	
timing	Worst Tran Pin Value	0.650	ns
layout	registers	0	
yosys	cells after synthesis	227	
global_routing	first-pass GRT wire length	11900	um
timing	Rel. slew slack	56.5	%
layout	Final Non-Filler Cells	477	
yosys	Cell Area, Synth	0.00163	mm^2
min_path	hold_sp	Cur_PC[0]	
place	worst slack, placed	3.72	ns
pwr	Power Total	0.133	mW
global_routing	largest net degree at the start of global routing	25	
floorplanning	Rows	34	
min_path	Hold WC Path Type	in -> out	
setup_path	Worst setup EP type	output pin	
[final cells by class]
cell class	count	area share, %
Timing Repair Buffer	155	48.8
Inverter	4	0.474
Tap cell	108	4.27
Multi-Input combinational cell	210	46.5
[placed cells by master, fill, tap and decap left out, drive strengths merged, types with 2 or more instances in the layout]
cell / instances
nor3b: 2
nand2: 19
xor2: 25
nor2: 10
nor2b: 2
ha: 10
a211oi: 9
nor4b: 2
nand4: 3
a22o: 24
clkdlybuf4s50: 152
o21ai: 10
a21o: 4
inv: 4
nor3: 5
buf: 3
a21oi: 15
nand3: 12
xnor2: 10
conb: 22
and3: 11
[routing by layer]
| layer | track usage [%] | vias up | share of wire [%] |
|---|---|---|---|
| met5 | 0 | - | 0 |
| met4 | 0 | 0 | 0 |
| met3 | 1.88 | 0 | 6.5 |
| met2 | 21.5 | 72 | 55 |
| met1 | 12.7 | 969 | 38 |
| li1 | - | 1085 | - |
[path summary, 6_finish.rpt]
check / end / slack, ns / cells after the start
hold / removal: PC_Four[0] / 5.38 / 2
setup / recovery: BrPC[14] / 3.72 / 10
[power by group]
group          switching [mW]  leakage [nW]  internal [mW]  total, mW
Clock                       0             0              0          0
Sequential                  0             0              0          0
Combinational          0.0490          1.28         0.0839      0.133
[kinds of logic after synthesis]
logic type / share of synthesized area, %
AOI/OAI and AO/OA: 30.6
adders and majority gates: 8.92
xor gates and xnor gates: 19.3
and+or+nand+nor: 26.1
buffers and inverters: 14.8
other: 0.231
Power figures rest on the tool's default switching activity, not on a simulated workload.
