[flow/config.mk]
export PLATFORM = sky130hd
export DESIGN_NAME = alu
export DESIGN_NICKNAME = alu
export VERILOG_FILES = /design/flow/design.v
export SDC_FILE = /design/flow/constraint.sdc
export NUM_CORES = 4
export LEC_CHECK = 1
export CORE_UTILIZATION = 40
[flow/constraint.sdc]
current_design alu

set clk_period 19.4
set clk_io_pct 0.2

create_clock -name clk0 -period $clk_period

set non_clock_inputs [all_inputs -no_clocks]
set_input_delay [expr $clk_period * $clk_io_pct] -clock clk0 $non_clock_inputs
set_output_delay [expr $clk_period * $clk_io_pct] -clock clk0 [all_outputs]
[flow/design.v]
package Pipe_Buf_Reg_PKG;
  typedef struct packed {
    logic [8:0]  Curr_Pc;
    logic [31:0] Curr_Instr;
  } if_id_reg;
  typedef struct packed {
    logic        ALUSrc;
    logic [1:0]  MemtoReg;
    logic        RegWrite;
    logic        MemRead;
    logic        MemWrite;
    logic [1:0]  ALUOp;
    logic        Branch;
    logic        Jump;
    logic        JumpR;
    logic        Halt;
    logic [8:0]  Curr_Pc;
    logic [31:0] RD_One;
    logic [31:0] RD_Two;
    logic [4:0]  RS_One;
    logic [4:0]  RS_Two;
    logic [4:0]  rd;
    logic [31:0] ImmG;
    logic [2:0]  func3;
    logic [6:0]  func7;
    logic [31:0] Curr_Instr;
  } id_ex_reg;
  typedef struct packed {
    logic        RegWrite;
    logic [1:0]  MemtoReg;
    logic        MemRead;
    logic        MemWrite;
    logic [31:0] Pc_Imm;
    logic [31:0] Pc_Four;
    logic [31:0] Imm_Out;
    logic [31:0] Alu_Result;
    logic [31:0] RD_Two;
    logic [4:0]  rd;
    logic [2:0]  func3;
    logic [6:0]  func7;
    logic [31:0] Curr_Instr;
  } ex_mem_reg;
  typedef struct packed {
    logic        RegWrite;
    logic [1:0]  MemtoReg;
    logic [31:0] Pc_Imm;
    logic [31:0] Pc_Four;
    logic [31:0] Imm_Out;
    logic [31:0] Alu_Result;
    logic [31:0] MemReadData;
    logic [4:0]  rd;
    logic [31:0] Curr_Instr;
  } mem_wb_reg;
endpackage
`timescale 1ns / 1ps
module alu#(
        parameter DATA_WIDTH = 32,
        parameter OPCODE_LENGTH = 4
        )
        (
        input logic [DATA_WIDTH-1:0]    SrcA,
        input logic [DATA_WIDTH-1:0]    SrcB,
        input logic [OPCODE_LENGTH-1:0]    Operation,
        output logic [DATA_WIDTH-1:0] ALUResult
        );
        always_comb
        begin
            case(Operation)
            4'b0000:         
                    ALUResult = SrcA & SrcB;
            4'b0001:         
                    ALUResult = SrcA | SrcB;
            4'b0010:         
                    ALUResult = SrcA + SrcB;
            4'b0011:         
                    ALUResult = SrcA ^ SrcB;
            4'b0100:         
	            ALUResult = SrcA - SrcB;
	    4'b0101:         
		    ALUResult = ($signed(SrcA) < $signed(SrcB)) ? 1 : 0;
            4'b0110:         
                    ALUResult = SrcA << SrcB[4:0];
            4'b0111:         
                    ALUResult = SrcA >> SrcB[4:0];
            4'b1000:         
                    ALUResult = (SrcA == SrcB) ? 1 : 0;
            4'b1001:         
                    ALUResult = $signed(SrcA) >>> SrcB[4:0];
            4'b1100:         
                    ALUResult = (SrcA != SrcB) ? 1 : 0;
            4'b1010:         
		                ALUResult = ($signed(SrcA) >= $signed(SrcB)) ? 1 : 0;
            default:
                    ALUResult = 0;
            endcase
        end
endmodule
[flow/run.sh]
#!/bin/bash
# OpenROAD 26Q1-2900-gdf79404cd8, Yosys 0.63+post, stock flow scripts
make -C /OpenROAD-flow-scripts/flow DESIGN_CONFIG=/design/flow/config.mk WORK_HOME=/design/flow/orfs finish
==> Slide: Implementation Results <==
Key Metrics from the Run

Run status
  • Result of the run: completed

Critical path
  • Required @ worst endpoint: 15520 ps
  • Category of the most critical setup path: input port to output pin
  • Data arrival time at the worst-slack endpoint: 8970 ps
  • Crit. End Element: output pin
  • Critical path launch point type: input port
  • Top fanout value on the critical path: 46

Cells and area
  • Tally of filler cells in the layout: 2407
  • Dominant logic cell type in the layout: nor2_1
  • Fraction of final layout cells sized beyond drive strength 1: 0.09205
  • CLK BUF: 0
  • Dominant logic cell types in the final layout: nor2_1, a21oi_1, nand2_1
  • Sequential cell area: 0 um2
  • Flop count: 0
  • Growth of design area from synthesis to finish: 11.45%

Clock tree
  • Post-cts sizing count: 0
  • Post-cts hold buffer count: 0
  • Post-CTS setup buffers: 0

Timing
  • Slew Viols, Final: 0
  • Fraction of the cycle the final worst path needs: 0.6626
  • Sum of negative setup slack: 0 ps
  • Fmax: 0.07780 GHz
  • Final setup violating endpoints: 0
  • Slew at the pin closest to its max-slew limit: 890.7 ps
  • Hold Vio Cnt, Final: 0
  • Setup repair after global routing missed its margin: no
  • Worst slew slack as a fraction of its limit: 0.4045
  • Fin crit period: 12850 ps

Power and ir drop
  • Overall Power: 0.3107 mW
  • Share of power burned in the clock network: 0
  • Net Sw Frac: 0.6098
  • Cell area power density: 30.43 nW/um2
  • Sequential Power Share: 0
  • Worst vdd ir: 13.75 uV
  • Internal power contribution: 0.1212 mW
  • Reported net switching power: 0.1895 mW
  • Logic pwr share: 1.000
  • P_leak: 4.131 nW

Logic synthesis
  • Xor+xnor area frac: 0.003824
  • Fraction of the mapped netlist area in simple logic gates: 0.2279
  • Count of instantiated cells in the yosys netlist: 1338
  • Main logic family after synthesis: AND-OR/OR-AND gates
  • Yosys stat area: 9161 um2
  • Top cells by area: ha_1, mux4_2, nor2_1
  • Mapped Avg Cell Area: 6.847 um2
  • Count of synthesis-stage warnings from yosys: 1
  • Area fraction in mux cells: 0.1863
  • Adders+Majority by Area: 0.1368
  • Top cell area share: 0.1325
  • Post-synthesis instance total: 1338
  • Sequential-to-total area share from yosys stat: 0
  • Post-synthesis cell area: 9161 um2
  • Post-synthesis share of cell area spent on and-or and or-and gates: 0.3514
  • Cell type with the highest aggregate area in the netlist: ha_1
  • Distinct cell type count of the synthesized netlist: 91

Floorplanning
  • Floorplan die height: 153.3 um
  • Area inside the core boundary: 22570 um2
  • Number of standard-cell rows in the floorplan: 55
  • Width of the chip: 153.3 um
  • Core Density at Floorplan: 0.4059
  • Number of placed I/O pins: 100
  • Die outline area: 23510 um2

Routing
  • WL/cell: 27.83 um
  • Detailed-route vias per instance: 6.727
  • Number of vias after detailed routing: 11.05k
  • Violation count after the first detailed-route iteration: 1165
  • Number of routed nets with antenna violations: 0
  • Initial DRT Pass Iterations: 6
  • N_diodes: 0
  • Remaining design rule violation count: 0
  • DRT Wirelength: 45720 um

Global route
  • Via count of the first global-routing pass: 10.32k
  • Maximum number of pins on one net before global-route repair: 73
  • Global routing usage summed across all routing layers: 0.3938
  • Total congestion overflow after global routing: 0
  • Initial antenna violation count: 0
  • Global-route wire length before repair: 67850 um

Placed design
  • Port Buf Inserts: 100
  • Detailed placer's ending HPWL: 36070 um
  • Final GP Congestion: 1.066

Hold path
  • Worst min-delay path category: input port to output pin

Flow run
  • Tool warnings: 97
  • Maxcap violations: 0
## power groups by stage
| stage | Combinational (mW) | Clock [mW] | Sequential [mW] |
|---|---|---|---|
| after CTS | 0.304 | 0 | 0 |
| final | 0.311 | 0 | 0 |
| after global routing | 0.334 | 0 | 0 |
## stage by stage
| stage | cells | hold slack [ps] | setup slack [ps] | cell area, um2 | utilization |
|---|---|---|---|---|---|
| floorplan | 1338 | 7867 | 8295 | 9161 | - |
| global placement | 1643 | 8955 | 6626 | 10210 | 0.4523 |
| detailed placement | 1643 | 8952 | 6647 | 10210 | 0.4523 |
| CTS | 1643 | 8954 | 6604 | 10210 | 0.4523 |
| global route | 1643 | 8998 | 6242 | 10210 | 0.4523 |
| finish | 1643 | 8956 | 6546 | 10210 | 0.4523 |
## area by class of cell
| cell class | instances | area, um2 | area share |
|---|---|---|---|
| multi-input combinational | 1134 | 8310 | 0.8140 |
| inverter | 99 | 371.6 | 0.03640 |
| tap | 285 | 356.6 | 0.03493 |
| timing repair buffer | 125 | 1171 | 0.1147 |
## cell usage after synthesis, types with 11 or more instances
cell type,number
nor2_1,174
a21oi_1,126
nand2_1,111
ha_1,97
inv_1,94
o21ai_0,88
clkbuf_1,56
mux2i_1,49
mux4_2,47
nor3_1,36
a211oi_1,28
nand3_1,24
o22ai_1,24
buf_2,20
a221oi_1,19
o221ai_1,19
buf_1,16
a21o_1,15
nand2b_1,15
a221o_1,14
mux2_2,13
o211ai_1,13
a31oi_1,11
nor2b_1,11
or3_1,11
## per-layer routing
| layer | vias to the layer above | global-route usage | wire length [um] |
|---|---|---|---|
| li1 | 5076 | - | - |
| met1 | 5328 | 0.5536 | 19210 |
| met2 | 561 | 0.6136 | 20570 |
| met3 | 87 | 0.07135 | 4116 |
| met4 | 0 | 0.1295 | 1826 |
| met5 | - | 0 | 0 |
## path summary, 6_finish.rpt
check / startpoint / to / cells after the start
setup / recovery: SrcB[4] / ALUResult[0] / 13
hold / removal: SrcB[3] / ALUResult[1] / 5
## cells by family (layout without fill, tap and decap cells)
| group | after synthesis | count (layout) |
|---|---|---|
| XOR/XNOR | 4 | 4 |
| multiplexers | 110 | 110 |
| buffers and inverters | 204 | 224 |
| AND-OR/OR-AND | 473 | 473 |
| AND/OR/NAND/NOR | 448 | 448 |
| adder cells (fa/ha/maj) | 99 | 99 |
## critical path: stages
cell	delay, ps
clkdlybuf4s50_1	460
buf_4	420
clkinv_1	750
ha_1	650
inv_1	140
o221ai_2	130
a31oi_2	410
a2111oi_2	160
o41a_1	480
o41ai_1	460
nor2_1	100
o311ai_1	370
clkdlybuf4s50_1	540
Power figures rest on the tool's default switching activity, not on a simulated workload.
