$ cat flow/run.sh
#!/bin/bash
# OpenROAD 26Q1-2900-gdf79404cd8, Yosys 0.63+post, stock flow scripts
make -C /OpenROAD-flow-scripts/flow DESIGN_CONFIG=/design/flow/config.mk WORK_HOME=/design/flow/orfs finish
$ cat flow/config.mk
export PLATFORM = sky130hd
export DESIGN_NAME = RegFile
export DESIGN_NICKNAME = RegFile
export VERILOG_FILES = /design/flow/design.v
export SDC_FILE = /design/flow/constraint.sdc
export NUM_CORES = 4
export LEC_CHECK = 1
export CORE_UTILIZATION = 50
$ cat flow/constraint.sdc
current_design RegFile

set clk_period 9.3
set clk_io_pct 0.2

create_clock -name clk0 -period $clk_period [get_ports {clk}]

set non_clock_inputs [all_inputs -no_clocks]
set_input_delay [expr $clk_period * $clk_io_pct] -clock clk0 $non_clock_inputs
set_output_delay [expr $clk_period * $clk_io_pct] -clock clk0 [all_outputs]
$ cat flow/design.v
package Pipe_Buf_Reg_PKG;
  typedef struct packed {
    logic [8:0]  Curr_Pc;
    logic [31:0] Curr_Instr;
  } if_id_reg;
  typedef struct packed {
    logic        ALUSrc;
    logic [1:0]  MemtoReg;
    logic        RegWrite;
    logic        MemRead;
    logic        MemWrite;
    logic [1:0]  ALUOp;
    logic        Branch;
    logic        Jump;
    logic        JumpR;
    logic        Halt;
    logic [8:0]  Curr_Pc;
    logic [31:0] RD_One;
    logic [31:0] RD_Two;
    logic [4:0]  RS_One;
    logic [4:0]  RS_Two;
    logic [4:0]  rd;
    logic [31:0] ImmG;
    logic [2:0]  func3;
    logic [6:0]  func7;
    logic [31:0] Curr_Instr;
  } id_ex_reg;
  typedef struct packed {
    logic        RegWrite;
    logic [1:0]  MemtoReg;
    logic        MemRead;
    logic        MemWrite;
    logic [31:0] Pc_Imm;
    logic [31:0] Pc_Four;
    logic [31:0] Imm_Out;
    logic [31:0] Alu_Result;
    logic [31:0] RD_Two;
    logic [4:0]  rd;
    logic [2:0]  func3;
    logic [6:0]  func7;
    logic [31:0] Curr_Instr;
  } ex_mem_reg;
  typedef struct packed {
    logic        RegWrite;
    logic [1:0]  MemtoReg;
    logic [31:0] Pc_Imm;
    logic [31:0] Pc_Four;
    logic [31:0] Imm_Out;
    logic [31:0] Alu_Result;
    logic [31:0] MemReadData;
    logic [4:0]  rd;
    logic [31:0] Curr_Instr;
  } mem_wb_reg;
endpackage
`timescale 1ns / 1ps
module RegFile #(
    parameter DATA_WIDTH = 32,   
    parameter ADDRESS_WIDTH = 5,   
    parameter NUM_REGS = 32
) (
    input clk,   
    input rst,   
    input rg_wrt_en,   
    input  [ADDRESS_WIDTH-1:0] rg_wrt_dest,  
    input [ADDRESS_WIDTH-1:0] rg_rd_addr1,   
    input [ADDRESS_WIDTH-1:0] rg_rd_addr2,   
    input  [DATA_WIDTH-1:0] rg_wrt_data,  
    output logic [DATA_WIDTH-1:0] rg_rd_data1,   
    output logic [DATA_WIDTH-1:0] rg_rd_data2    
);
  integer i;
  logic [DATA_WIDTH-1:0] register_file[NUM_REGS-1:0];
  always @(negedge clk) begin
    if (rst == 1'b1) for (i = 0; i < NUM_REGS; i = i + 1) register_file[i] <= 0;
    else if (rst == 1'b0 && rg_wrt_en == 1'b1) begin
      register_file[rg_wrt_dest] <= rg_wrt_data;
    end
  end
  assign rg_rd_data1 = register_file[rg_rd_addr1];
  assign rg_rd_data2 = register_file[rg_rd_addr2];
endmodule
==> notes.md <==
impl run done, here's what came out: status=finished, violations left, failing checks=negative setup slack, dominant cell type by area after synthesis=edfxtp_1, die area=114,000 um^2, Log Warnings=1,027, share of cells above drive strength 1=0.0849, Worst Hold Launch=rg_rd_addr1[1], Clock transition at path regs=0.03 ns, async set or reset register ratio after synthesis=0, peak supply drop=about 0.15 mV, Buf/Inv on CP=1, worst hold path cell count=6, Synth mux share=0.182, Rel. slew slack=0.433, slew at the pin closest to its max-slew limit=roughly 0.85 ns, first-pass GRT wire length=286,000 um, Layout area overhead=19.4%, # IOs=~110, CP top delay family=AND-OR/OR-AND gates, drt wl/cell=between 20 and 30 um, DRC=0, Die W=337 um, Synth Area in Simple Gates=0.161, H-tree depth=3, Netlist cell types=31, gr ovfl total=0, YS chip area=about 56,000 um^2, dpl cell area=59,200 um^2, Routed Wire Length=200,000 um, CP arrival=7.50 ns, top cell type's share of synthesized area=0.547, Sink Count=1,024, Top Layout Cells=1,052 x inv_1, 1,024 x and2_1, 1,024 x mux2i_1, 1,024 x edfxtp_1, 194 x nand2_1, core area=111,000 um^2, # rows=122, max reg flops=1,024, count of input and output buffers=113, fp util=0.506, ys flop type=edfxtp_1, Avg Vias per Cell=5.86, CP endpoint kind=output pin, Die H=roughly 340 um, Cell area leaders=edfxtp_1 55%, mux2i_1 18%, and2_1 11%, XORs/XNORs by Area=0, synth warn=1, total track usage=0.385, CTS buffer count=119, Critical-path top delay cell=clkdlybuf4s50_1, gpl congestion=0.907, Synth Instances=4,641, LEAKAGE=30.2 nW, Worst path max stage delay=just under 0.6 ns, Setup TNS=-0.0565 ns, initial antenna violation count=5, Reg power frac=0.408, unrepaired setup endpoints after global routing=no, CP Cell Sequence=mux2i_1 > a22o_1 > nor3_1 > a31oi_1 > nand3_1 > clkdlybuf4s50_1, Switching Fraction=0.301, critical path class=reg -> out, Synth Seq Share=0.547, vias in the first global route=44.9k, Top reg by flops=register_file, Mapped Area=56,200 um^2, P_int=around 9.4 mW, Avg Inst Size Synth=roughly 12 um^2, Hold WS=4.93 ns, Compound Share, Synth=0.0698, max cap viols=0, Sw Pwr=a little over 4 mW, CP startpoint kind=flop, Filler cells=8,798, TritonCTS clock tree=yes, postcts setup bufs=0, DRT iter0 DRCs=2,959, Final WS setup=-0.0565 ns, Yosys reg bits=between 1k and 1.5k, largest net degree at the start of global routing=83, clock tree root driver cell=clkbuf_16, Post-DRT Antenna Nets=0, DRT Pass-1 Iters=7, via count=42.4k, Adder Area Share=0, Regs by FF count=register_file x1024, clock power share=0.489, MI comb area=23,500 um^2, Post-synth EDFFs=about 1.0k, endpoints failing setup=1, hold crit path type=in -> out, final instance area=67,100 um^2, PD cells=201 nW/um^2, Final Hold Violating Endpoints=0, Sequential Area=30,700 um^2, ys cells=between 4k and 5k, Final HPWL DP=roughly 110,000 um, Req. time, crit path=about 7.4 ns, most frequent logic cell in the layout=inv_1, top comb family, area=multiplexers, Worst Path Max Fanout=2, WHS Endpoint=rg_rd_data1[15], maximum root-to-sink buffer count=3, Comb power frac=0.103, Slew Viols, Final=0
==> Yosys cell counts (2+ instances only) <==
cell type / instances
nor2b_1: 5
clkbuf_1: 247
nor2_4: 6
nand2b_1: 5
edfxtp_1: 1024
and2_1: 1026
a22oi_1: 192
nor2_2: 13
nand3_1: 193
nand3b_1: 3
or2_2: 34
buf_2: 53
a22o_1: 128
nor2_1: 15
nor3_1: 64
buf_6: 18
a21oi_1: 192
nand2_1: 196
a31oi_1: 64
mux2i_1: 1024
buf_1: 25
clkbuf_2: 21
or3b_4: 2
nor2_8: 2
buf_4: 83
==> per-layer routing <==
metal / part of all wire / vias to the layer above / track usage / wire length (um)
met5: 0.00024 / - / 0.00681 / 48
met4: 0.044 / 4 / 0.194 / 8840
met3: 0.14 / 467 / 0.252 / 28800
met2: 0.45 / 2565 / 0.525 / 89800
met1: 0.36 / 20300 / 0.487 / 72500
li1: - / 19000 / - / -
==> power groups by stage <==
stage | clock network, mW | registers, mW | logic, mW
5_1_grt | 7.30 | 5.52 | 1.45
4_1_cts | 6.77 | 5.49 | 1.36
6_report | 6.60 | 5.50 | 1.38
==> cells by family after synthesis <==
kind of cell           Yosys count
AOI/OAI and AO/OA              576
muxes                         1024
buffers and inverters          449
DFF                           1024
and+or+nand+nor               1568
==> area by class of cell <==
type	count	share of cell area
flip-flops and latches	1024	0.458
multi-input cells	3168	0.350
clock inverters	1118	0.0725
repair buffers	317	0.0463
clock buffers	121	0.0451
well taps	1488	0.0277
diodes	7	0.000261
==> metrics by stage <==
| stage | total power [mW] | utilization | setup WS [ns] | std cells |
|---|---|---|---|---|
| 2_1_floorplan | 6.94 | - | 1.12 | 4641 |
| 3_3_place_gp | 7.54 | 0.533 | 0.404 | 5998 |
| 3_5_place_dp | 7.55 | 0.533 | 0.396 | 5998 |
| 4_1_cts | 13.6 | 0.605 | 0.00240 | 7236 |
| 5_1_grt | 14.3 | 0.605 | 0.00547 | 7236 |
| 6_report | 13.5 | 0.605 | -0.0565 | 7243 |
==> what timing repair did <==
action,4_1_cts,5_1_grt
hold buffers,0,0
gates resized,7,3
cloned,0,0
setup endpoints to repair,7,3
hold endpoints to repair,0,0
==> how the worst max path moves through the flow <==
stage	from	to	slack (ns)	cells past startpoint
after CTS	register_file[7][25]$_SDFFCE_NN0P_	rg_rd_data2[25]	0.002	6
after global routing	register_file[7][25]$_SDFFCE_NN0P_	rg_rd_data2[25]	0.005	6
final	register_file[7][25]$_SDFFCE_NN0P_	rg_rd_data2[25]	-0.06	6
==> worst min-delay path: stages <==
cell and delay (ns):
buf_8 0.24, mux2i_1 0.19, nand2_1 0.07, a31oi_1 0.07, nand3_1 0.11, clkdlybuf4s50_1 0.47
Power is estimated from default activity; no workload was simulated.
